==> flow/design.v <==
module romflash(
  input  clk,
  output reg flash_cs = 1,
  output flash_clk,
  output reg flash_mosi = 0,
  input flash_miso,
  input  [15:0] addr,    
  output reg [7:0] dout,
  output reg dready = 0
  );
  parameter DRV_IDLE = 0;
  parameter DRV_SELECT = 1;
  parameter DRV_CMD = 2;
  parameter DRV_ADDR = 3;
  parameter DRV_DATA = 4;
  reg [8:0] count;
  reg [23:0] addr_loaded = 24'hfff;
  reg [2:0] drv_state = DRV_IDLE;
  reg [7:0] read_cmd = 8'h03;
  reg clk_enable = 0;
  assign flash_clk = !clk_enable || clk;
  always @(negedge clk) begin
    if (count > 0)
      count <= count - 1;
    case (drv_state)
      DRV_IDLE: begin
        flash_cs <= 1;
        clk_enable <= 0;
        flash_mosi <= 0;
        if (addr != addr_loaded)
          begin
          addr_loaded <= addr;
          count <= 0;
          dready <= 0;
          drv_state <= DRV_SELECT;
          end
      end
      DRV_SELECT: begin
        flash_cs <= 0;
        if (count == 0)
          begin
          count <= 7;
          drv_state <= DRV_CMD;
          end
        end
      DRV_CMD: begin
        flash_mosi <= read_cmd[count];
        clk_enable <= 1;
        if (count == 0)
          begin
          count <= 23;
          drv_state <= DRV_ADDR;
          end
      end
      DRV_ADDR: begin
        flash_mosi <= addr_loaded[count];
        if (count == 0)
          begin
          count <= 8;
          drv_state <= DRV_DATA;
          end
      end
      DRV_DATA: begin
        flash_mosi <= 0;
        if (count != 8)
          dout[count] <= flash_miso;
        if (count == 0)
          begin
          dready <= 1;
          drv_state <= DRV_IDLE;
          end
      end
    endcase
  end
endmodule
==> flow/run.sh <==
#!/bin/bash
# OpenROAD 26Q1-2900-gdf79404cd8, Yosys 0.63+post, stock flow scripts
make -C /OpenROAD-flow-scripts/flow DESIGN_CONFIG=/design/flow/config.mk WORK_HOME=/design/flow/orfs finish
==> flow/config.mk <==
export PLATFORM = sky130hd
export DESIGN_NAME = romflash
export DESIGN_NICKNAME = romflash
export VERILOG_FILES = /design/flow/design.v
export SDC_FILE = /design/flow/constraint.sdc
export NUM_CORES = 4
export LEC_CHECK = 1
export CORE_UTILIZATION = 30
==> flow/constraint.sdc <==
current_design romflash

set clk_period 4.4
set clk_io_pct 0.2

create_clock -name clk0 -period $clk_period [get_ports {clk}]

set non_clock_inputs [all_inputs -no_clocks]
set_input_delay [expr $clk_period * $clk_io_pct] -clock clk0 $non_clock_inputs
set_output_delay [expr $clk_period * $clk_io_pct] -clock clk0 [all_outputs]
==> Slide: Implementation Results <==
Implementation Results

Timing
  • Worst hold slack: 0.568 ns
  • Final TNS setup: 0 ns
  • Worst rel slew slack: 43.5%
  • Max Slew Vio Count: 0
  • RSZ-0062 raised after global routing: false
  • Final Hold Viols: 0
  • Skew final: 0.0140 ns
  • Worst-Margin Slew: 0.840 ns
  • Final WS setup: 0.0307 ns
  • Setup violators final: 0

Flow run
  • Log Warnings: 70
  • Number of max-cap violations: 0

Setup path
  • Worst Setup End Kind: flop
  • WP data arrival: 2.23 ns
  • Startpoint types: input pin
  • Worst EP required: 2.26 ns
  • Reg-to-Reg Start: count[0]
  • Crit-path max FO: 8
  • Crit path kind: input pin to flop
  • R2R Path End: dout[1]
  • Worst reg2reg path depth: 9
  • Slack of the worst reg-to-reg path: 1.15 ns

Power and ir drop
  • PwrDens: 531 nW/um^2
  • Combinational share of power: 38.2%
  • Switch share: 40.7%
  • Clk pwr share: 23.3%
  • Int Pwr: 0.971 mW
  • Peak VDD IR: 0.000213 V
  • Switching power: 0.667 mW
  • Lkg Pwr: 1.28 nW
  • Seq pwr share: 38.4%

Drt
  • Detail Route Antenna Nets: 0
  • Drt first pass iters: 4
  • Residual DRC: 0
  • WL final: 4950 um
  • DR WL/cell: 12.8 um
  • ANT cells: 0
  • Initial DRC count: 132
  • Vias: 1845
  • Routed vias/inst: 4.79

Final layout
  • Logic cell area: 1190 um^2
  • Share of layout cells above drive strength 1: 13.3%
  • Final instance area: 3090 um^2
  • Flop area: 1110 um^2
  • Top cells excl fill/tap: inv_1 (47), edfxtp_1 (31), clkdlybuf4s50_1 (21)
  • Fillers: 704
  • Non-Filler Instances: 385
  • Most frequent logic cell in the layout: inv_1
  • Syn-to-layout area delta: 31.4%

Yosys
  • Post-synth top area share: 39.6%
  • Syn Inst Count: 211
  • Yosys top cell by area: edfxtp_1
  • Asr flop ratio synth: 0%
  • Ys Warns: 1
  • Avg Synthesized Cell Area: 11.1 um^2
  • Yosys cell count: 211
  • Synthesized cell area: 2350 um^2
  • EDFF count, synth: 31
  • Area reported by Yosys stat: 2350 um^2
  • Synth Seq Share: 47.3%
  • Synth Flop Type: edfxtp_1
  • Post-synthesis cell type count: 52
  • Synthesized flop and latch total: 40
  • Largest cells by area after synthesis: edfxtp_1 (40%), dfxtp_1 (7.7%), xor2_1 (7.5%), mux2_2 (4.3%), ha_1 (2.7%)

Clock tree
  • Clock latency (worst-skew pair): 0.36 ns
  • Hold-fix buffers at CTS: 0
  • H-tree levels: 2
  • Root Driver: clkbuf_8
  • Postcts setup bufs: 0
  • CTS tree: yes
  • Clk slew on worst S/H paths: 0.03 ns
  • CTS Buf Count: 5
  • CTS max path bufs: 2

Placement
  • Placed cell areas: 2790 um^2
  • Dpl cells: 337
  • Post-detail-place hpwl: 3490 um
  • GPL Wtd Cong: 0.832
  • Number of port buffers: 29
  • Post-place setup slack: -0.535 ns

Die
  • Die height: 90.5 um
  • Fp_density: 31.7%
  • # rows: 31
  • Die X-Extent: 90.5 um
  • IO Pins: 30
  • Core ar.: 7410 um^2
  • Die ar.: 8190 um^2

GRT
  • Gr ovfl total: 0
  • Total track usage: 13.0%
  • Vias in the first global route: 1884
  • Pin count of the biggest net entering global routing: 17
  • Antenna violations before repair: 0
  • Global-route wire length before repair: 8440 um

Worst hold path
  • Worst hold path type: flop to flop
  • Hold EP: dout[1]
  • Hold Path Depth: 1
  • Hold Crit Start: dout[1]

Outcome
  • Status: finished clean
[how the worst max path moves through the flow]
stage        start  depth (start not counted)         endpoint
4_1_cts   addr[14]                          7   addr_loaded[9]
6_report   addr[0]                          6  addr_loaded[14]
5_1_grt    addr[0]                          6   addr_loaded[0]
[critical path, cell delays in order]
cell and delay, ns:
clkdlybuf4s50_1 0.49, xor2_1 0.19, nor4_2 0.07, and3_4 0.20, a21oi_4 0.21, clkbuf_16 0.19
[cell type report]
type	instances	share of cell area, %
inverters	6	0.730
multi-input cells	153	38.5
repair buffers	38	12.9
clock buffers	6	2.55
clock inverters	43	5.27
flip-flops and latches	40	36.0
well taps	99	4.01
[registers in the layout, indices dropped and copies added, names as in the netlist]
name         flops
dready           1
dout             8
flash_mosi       1
count            9
flash_cs         1
clk_enable       1
addr_loaded     16
drv_state        3
[layer usage]
metal / up-vias / track usage (%) / share of wire [%]
met1: 842 / 19.4 / 48
li1: 944 / - / -
met3: 6 / 5.13 / 5.8
met4: 0 / 5.11 / 0.89
met2: 53 / 17.4 / 45
met5: - / 0 / 0
[power by group through the flow]
stage	registers (mW)	clock network, mW	logic (mW)
4_1_cts	0.628	0.408	0.615
5_1_grt	0.648	0.450	0.698
6_report	0.629	0.382	0.626
[cell families after synthesis]
group                    after synthesis  synth area share [%]
buffers and inverters                 18                  4.05
adder cells (fa/ha/maj)                7                  3.52
multiplexers                          16                  8.42
flip-flops                            40                  47.3
AND/OR/NAND/NOR                       72                  17.7
XOR/XNOR                              24                  8.95
AND-OR/OR-AND                         34                  10.0
[Yosys cell counts, drive strengths merged, types with 5 or more instances]
library cell / count
nor4: 6
inv: 6
clkbuf: 10
nor3: 7
nor2: 15
edfxtp: 31
nand4: 5
nand2: 11
dfxtp: 9
o21ai: 5
mux2: 10
ha: 5
a21oi: 6
nand3: 5
xor2: 20
[stage by stage]
stage	utilization, %	power (mW)
CTS	40.9	1.65
global route	41.6	1.80
finish	41.6	1.64
global placement	37.7	1.31
detailed placement	37.7	1.31
floorplan	-	1.15
[what timing repair did]
item	in CTS	in global routing
endpoints found under the hold margin	0	0
pin swaps	1	9
cloned	0	1
gates resized	4	11
endpoints found under the setup margin	24	26
Power and IR drop assume default switching activity.
