--- design.v ---
module cpu_vram(
  input clk,
  input [15:0] keypad_matrix,
  output [11:0] rom_addr,
  input [7:0] rom_dout,
  output [11:0] ram_addr,
  output [7:0] ram_din,
  input [7:0] ram_dout,
  output ram_we,
  output [6:0] vram_hpos,
  output [5:0] vram_vpos,
  output [1:0] vram_pixeli,
  input [1:0] vram_pixelo,
  output vram_we
  );
  reg [1:0] state = 0;
  reg [12:0] counter = 0;
  assign vram_hpos = counter[6:0];
  assign vram_vpos = counter[12:7];
  wire [2:0] vram_pixel_index = 7 - {counter[1:0], 1'b0};
  assign vram_pixeli = {rom_dout[vram_pixel_index], rom_dout[vram_pixel_index-1]};
  assign vram_we = state == 1;
  assign rom_addr = {1'b00, counter[12:2]};
  always @(posedge clk)
  begin
    if (state == 0)
      begin
        state <= 1;
      end
    if (state == 1)
      begin
        if (counter == 8191) 
          state <= 2;
        else
          begin
            counter <= counter + 1;
            state <= 0;
          end
      end
  end  
  assign ram_addr = 0;
  assign ram_din = 0;
  assign ram_we = 0;
endmodule
--- run.sh ---
#!/bin/bash
# OpenROAD 26Q1-2900-gdf79404cd8, Yosys 0.63+post, stock flow scripts
make -C /OpenROAD-flow-scripts/flow DESIGN_CONFIG=/design/flow/config.mk WORK_HOME=/design/flow/orfs finish
--- config.mk ---
export PLATFORM = sky130hd
export DESIGN_NAME = cpu_vram
export DESIGN_NICKNAME = cpu_vram
export VERILOG_FILES = /design/flow/design.v
export SDC_FILE = /design/flow/constraint.sdc
export NUM_CORES = 4
export LEC_CHECK = 1
export CORE_AREA = 10 10 75 75
export DIE_AREA = 0 0 85 85
--- constraint.sdc ---
current_design cpu_vram

set clk_period 4.7
set clk_io_pct 0.2

create_clock -name clk0 -period $clk_period [get_ports {clk}]

set non_clock_inputs [all_inputs -no_clocks]
set_input_delay [expr $clk_period * $clk_io_pct] -clock clk0 $non_clock_inputs
set_output_delay [expr $clk_period * $clk_io_pct] -clock clk0 [all_outputs]
==> reports/results.tsv <==
stage	metric	value	unit
routing	drt-total-wl	2.12	mm
timing	rsz0062_at_grt	no	
finish	lay_top_count	clkdlybuf4s50_1	
worst_setup_path	path_common_cell	clkdlybuf4s50_1	
timing	hold_violations	0	
logic_synthesis	yosysTopAreaCell	edfxtp_1	
run	warnings	51	
floorplanning	die_w	85	microns
pwr	power.leakage	0.000512	uW
routing	antenna_cells	0	
timing	setup_viol	0	
pwr	power	257	uW
worst_setup_path	r2r_slack	2820	ps
global_route	antenna_found_initial	0	
timing	fin_worst_skew	0.570	ps
run	maxCapViolations	0	
hold_path	worstHoldEndpoint	state[1]	
worst_setup_path	worst-endpoint-required	3760	ps
pwr	power_density	197	mW/mm^2
clock_network	clk_path_buf_depth	2	
clock_network	cts_tree	built	
floorplanning	fp_util	24.9	%
clock_network	postCtsSetupRepairBufs	0	
worst_setup_path	crit_fanout	1	
worst_setup_path	crit_chain	clkdlybuf4s50_1 > mux4_2 > clkdlybuf4s50_1	
global_route	grt_overflow	0	
outcome	outcome	completed	
floorplanning	rows	23	
logic_synthesis	yosysUniqueCellTypes	18	
clock_network	insertion_delay	240	ps
logic_synthesis	synthDominantCellAreaShare	44.7	%
worst_setup_path	start_kind	input pin	
worst_setup_path	cp.arrival	2220	ps
routing	drc	0	
hold_path	holdPathStages	1	
logic_synthesis	area_leaders	edfxtp_1 45%, buf_4 25%, xor2_1 5.2%	
placement	numPortBuffers	35	
logic_synthesis	synth_area_per_cell	11.3	sq um
routing	wl_per_cell	12.7	microns
logic_synthesis	synth_chip_area	0.00101	sq mm
worst_setup_path	end_kind	primary output	
timing	finalClockPeriodUsage	67.2	%
clock_network	h-tree-depth	1	
placement	post-dp-hpwl	1.74	mm
floorplanning	die_h	85	microns
clock_network	numCtsBuffers	3	
routing	viasPerCell	3.65	
placement	place.gp.congestion	0.749	
logic_synthesis	synth_cells	89	
floorplanning	io_pins	84	
pwr	ir_worst_vdd	0.000148	V
global_route	grt_pass1_wl	3.32	mm
worst_setup_path	r2r_start	counter[0]	
hold_path	min_from	state[1]	
clock_network	cts.sinks	15	
floorplanning	chipArea	0.00723	sq mm
routing	vias	609	
logic_synthesis	ys_seq_share	44.7	%
clock_network	root_buffer	clkbuf_8	
routing	drt_iter0_drc	18	
logic_synthesis	yosysWarnings	1	
timing	timing.fmax	316	MHz
finish	final_cell_mix	35 x clkdlybuf4s50_1, 22 x conb_1, 15 x edfxtp_1	
timing	slew_viol_final	0	
clock_network	path_clk_slew	60	ps
clock_network	cts_resized	0	
routing	drtAntennaViolNets	0	
worst_setup_path	cp_slowest_stage_delay	450	ps
hold_path	hp-class	reg2reg	
logic_synthesis	synth_area	0.00101	sq mm
clock_network	holdBufCountCts	0	
worst_setup_path	reg2regPathDepth	5	
worst_setup_path	crit_type	in2out	
logic_synthesis	ys_seq_elements	15	
finish	final_layout_size_suffix_gt1_share	9.40	%
worst_setup_path	cp_slowest_cell	mux4_2	
floorplanning	core	0.00406	sq mm
finish	areaGrowthSynthToFinish	29.4	%
timing	setup_tns	0	ps
timing	fin_crit	3160	ps
global_route	track_usage	5.59	%
global_route	grt_max_degree	14	
global_route	grt_pass1_vias	672	
finish	fin_util	32.2	%
logic_synthesis	synth_stat.cells	89	
timing	worst_hold_slack	551	ps
worst_setup_path	r2r_end	counter[4]	
routing	firstDrtPassIters	4	
-- per-layer routing --
layer | track usage (%) | wire [microns]
met1 | 6.21 | 824
met5 | 0 | 0
met3 | 3.76 | 259
met4 | 0.299 | 0
met2 | 9.13 | 1030
-- worst max path at each step --
stage               endpoint   startpoint  cells past startpoint
CTS           vram_pixeli[1]  rom_dout[3]                      3
global route  vram_pixeli[1]  rom_dout[3]                      3
finish        vram_pixeli[1]  rom_dout[3]                      3
-- cell type report --
| class | count | area, sq um |
|---|---|---|
| Clock buffer | 4 | 45.0 |
| Tap cell | 50 | 62.6 |
| Inverter | 6 | 22.5 |
| Timing Repair Buffer | 36 | 358 |
| Multi-Input combinational cell | 56 | 367 |
| Fill cell | 391 | 2750 |
| Sequential cell | 15 | 450 |
-- report_power, final --
group          internal, uW  switching (uW)
combinational          8.20            2.23
clock                  59.9            41.5
sequential              145               0
total                   213            43.8
-- Yosys cell counts --
master and instances:
buf_4 33, edfxtp_1 15, inv_1 6, xor2_1 6, xnor2_1 5, nand2_1 4, nand3_1 3, nor2_1 3
mux4_2 2, nand3_2 2, nor3_1 2, nor4_1 2, a21oi_1 1, and3_2 1, conb_1 1, ha_1 1
nand4_2 1, nor4_4 1
-- metrics by stage --
stage	setup WS (ps)	instances	instance area (sq um)
after floorplan	2410	110	1090
after global placement	1540	163	1260
after detailed placement	1530	163	1260
after CTS	1530	167	1310
after global routing	1500	167	1310
final	1540	167	1310
-- kinds of logic (layout without fill, tap and decap cells) --
| logic type | after synthesis | count (layout) | synth area share (%) |
|---|---|---|---|
| buf+inv | 39 | 46 | 26.8 |
| simple gates | 19 | 19 | 12.4 |
| flops | 15 | 15 | 44.7 |
| xor+xnor | 11 | 11 | 9.55 |
| mux | 2 | 2 | 4.47 |
| fa+ha+maj | 1 | 1 | 1.24 |
| other cells | 1 | 22 | 0.372 |
| compound gates | 1 | 1 | 0.496 |
-- worst max-delay path: cells and delay by family --
family	cells	cell delay, ps
buffers and inverters	2	830
multiplexers	1	450
-- flip-flops by register name, summed over array words and instances, names as in the netlist --
| name | count |
|---|---|
| state | 2 |
| counter | 13 |
Power is estimated from default activity; no workload was simulated.
